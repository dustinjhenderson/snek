===== design/flow/config.mk =====
export PLATFORM = sky130hd
export DESIGN_NAME = moveRandomGenX
export DESIGN_NICKNAME = moveRandomGenX
export VERILOG_FILES = /design/flow/design.v
export SDC_FILE = /design/flow/constraint.sdc
export NUM_CORES = 4
export LEC_CHECK = 1
export CORE_AREA = 10 10 78 78
export DIE_AREA = 0 0 88 88

===== design/flow/constraint.sdc =====
current_design moveRandomGenX

set clk_period 2.5
set clk_io_pct 0.2

create_clock -name clk0 -period $clk_period [get_ports {clk}]

set non_clock_inputs [all_inputs -no_clocks]
set_input_delay [expr $clk_period * $clk_io_pct] -clock clk0 $non_clock_inputs
set_output_delay [expr $clk_period * $clk_io_pct] -clock clk0 [all_outputs]

===== design/flow/design.v =====
module moveRandomGenX(
	input wire clk,
	input wire reset,
	input wire [1:0] nextMove,
	output reg [3:0] xcord,
	output reg [3:0] ycord
);
	always_ff @ (posedge clk)
	begin
		if(reset == 1'b1)
		begin
			xcord <= 4'h0;
			ycord <= 4'h0;
		end
		else
		begin
			case(nextMove)
				2'b00:
				begin
					if(ycord < 4'b1000) ycord <= ycord + 1'b1;
					else				ycord <= 4'h0;
					xcord <= xcord;
				end
				2'b01:
				begin
					if(ycord > 4'b0000)	ycord <= ycord - 1'b1;
					else				ycord <= 4'b1000;
					xcord <= xcord;
				end
				2'b10:
				begin
					if(xcord < 4'b1011)	xcord <= xcord + 1'b1;
					else				xcord <= 4'b0000;
					ycord <= ycord;
				end
				2'b11:
				begin
					if(xcord > 4'b0000)	xcord <= xcord - 1'b1;
					else				xcord <= 4'b1011;
					ycord <= ycord;
				end
				default:
				begin
					ycord <= ycord;
					xcord <= xcord;
				end
			endcase
		end
	end
endmodule 

===== design/flow/run.sh =====
#!/bin/bash
# OpenROAD 26Q1-2900-gdf79404cd8, Yosys 0.63+post, stock flow scripts
make -C /OpenROAD-flow-scripts/flow DESIGN_CONFIG=/design/flow/config.mk WORK_HOME=/design/flow/orfs finish

==> results.json <==
{
  "tns_ns": 0,
  "first_iter_violations": 23,
  "synthCells": 74,
  "grt_setup_unrepaired": "no",
  "drive_gt1_share_pct": 8.333,
  "synth-edff-count": 0,
  "final-hold-violation-count": 0,
  "core_sq_um": 4414,
  "fin_util_pct": 18.23,
  "ys_ff": 8,
  "syn_area_sq_um": 606.8,
  "setup_viol": 0,
  "cp_max_fo": 20,
  "vdd_drop_max_mv": 0.09312,
  "period_used_pct": 77.20,
  "warning_count": 27,
  "tightest_slew_ns": 0.5957,
  "synthArstFlopShare_pct": 0,
  "end_kind": "flip-flop",
  "clockBufferDepth": 2,
  "cts_sinks": 8,
  "dpl.hpwl_mm": 1.192,
  "gp_congestion": 0.8444,
  "ff_type": "dfxtp_1",
  "vias": 581,
  "skew_ns": 0.0001670,
  "status": "finished, final reports clean",
  "die_h_um": 88,
  "gr-total-overflow": 0,
  "ys_seq_share_pct": 26.39,
  "grt_pass1_wl_mm": 2.732,
  "ys_chip_area_sq_um": 606.8,
  "areaGrowthSynthToFinish_pct": 32.58,
  "initCoreUtil_pct": 13.75,
  "routed_via_density": 4.272,
  "grt_max_degree": 21,
  "worst_skew_pair.late_latency_ns": 0.23,
  "h-tree-depth": 1,
  "dr.pass1.iters": 4,
  "p_per_area_nw_per_um2": 503.9,
  "power.leakage_nw": 0.2921,
  "min_period_ns": 1.930,
  "crit_type": "input pin to flip-flop",
  "ys_cells": 74,
  "avgSynthCellArea_sq_um": 8.200,
  "cp.required_ns": 2.64,
  "hold-worst-slack_ns": 0.5561,
  "cts_buffers": 3,
  "wire_per_inst_um": 11.73,
  "hp-class": "flip-flop to flip-flop",
  "slew_headroom_pct": 60.16,
  "dpl_worst_slack_ns": 0.3794,
  "max_freq_mhz": 518.1,
  "postCtsHoldBufs": 0,
  "rows": 24,
  "chip_area_sq_um": 7744,
  "die_w_um": 88,
  "fin_ws_ns": 0.5700,
  "cts_root_buf": "clkbuf_8",
  "final_max_slew_viol_count": 0,
  "cts.reportedPaths.clkPinSlew_ns": 0.04,
  "path_buffers": 1,
  "drc_errors": 0,
  "worstSetupStartpointType": "input pin",
  "port_buffers": 11,
  "arrival_ns": 2.07,
  "max_cap_violations": 0,
  "diodes": 0,
  "cp_cell_sequence": "clkdlybuf4s50_1 > nand2_1 > o311a_2 > a211oi_1",
  "drtAntennaViolNets": 0,
  "grt_usage_pct": 4.174,
  "cts_setup_buffers": 0,
  "cpLargestDelayFamily": "buffers and inverters",
  "post_cts_resize_count": 0,
  "wl_mm": 1.595,
  "max_stage_delay_ns": 0.85,
  "io-pin-count": 12,
  "grt_pass1_vias": 591,
  "ys_warn_count": 1,
  "cts_tree": "built",
  "crit_path_top_delay_cell": "clkdlybuf4s50_1",
  "synthDistinctLibCells": 35,
  "antenna_found_initial": 0
}
## stage by stage
stage | area (sq um) | power (mW) | instances
floorplan | 606.8 | 0.2121 | 74
global placement | 763.2 | 0.2511 | 133
detailed placement | 763.2 | 0.2505 | 133
CTS | 804.5 | 0.4134 | 136
global route | 804.5 | 0.4362 | 136
finish | 804.5 | 0.4054 | 136
## cell usage after synthesis (2+ instances only)
cell type,number,area (sq um)
inv_1,9,33.78
dfxtp_1,8,160.2
o21ai_0,5,25.02
a211oi_1,4,30.03
ha_1,4,50.05
nor2_1,4,15.01
a21oi_1,3,15.01
buf_2,3,15.01
nand2_1,3,11.26
and3_1,2,12.51
nand3b_1,2,15.01
nor3b_1,2,15.01
o21bai_1,2,15.01
or3_1,2,12.51
## kinds of logic after synthesis
group	after synthesis	share of synthesized area [%]
flops	8	26.39
simple gates	23	24.53
fa+ha+maj	4	8.248
compound gates	25	30.93
buf+inv	14	9.896
## state kept, by name, summed over array words and instances (netlist names)
register / count
ycord: 4
xcord: 4
## worst paths after layout
check                                  from       end  slack [ns]  depth (start not counted)
worst max-delay path            nextMove[0]  xcord[0]        0.57                          4
worst min-delay path               ycord[0]  ycord[0]        0.56                          2
worst max register to register     xcord[0]  xcord[3]        1.02                          4
worst min register to register     ycord[0]  ycord[0]        0.56                          2
## worst min-delay path: cells and delay by family, from the launching register on
family           cells  cell delay, ns
flip-flops           1            0.37
AND/OR/NAND/NOR      1            0.08
AND-OR/OR-AND        1            0.06
## power by group
group | switching (mW) | leakage (nW) | internal [mW]
Combinational | 0.0393 | 0.205 | 0.0515
Clock | 0.0535 | 0.0216 | 0.105
Sequential | 0.0183 | 0.0658 | 0.138
Total | 0.111 | 0.292 | 0.294
## cells in the final DEF, fill, tap and decap left out, drive strengths merged, types with 2 or more instances in the layout
| cell type | Yosys | layout |
|---|---|---|
| clkdlybuf4s50 | 0 | 11 |
| inv | 9 | 9 |
| dfxtp | 8 | 8 |
| o21ai | 5 | 5 |
| nor2 | 4 | 4 |
| a211oi | 4 | 4 |
| ha | 4 | 4 |
| a21oi | 3 | 3 |
| nand2 | 3 | 3 |
| clkbuf | 1 | 3 |
| or3 | 2 | 2 |
| o21bai | 2 | 2 |
| nand3b | 2 | 2 |
| and3 | 2 | 2 |
| nor3b | 2 | 2 |
## final cells by class
| type | instances | area, sq um |
|---|---|---|
| fillers | 478 | 3610 |
| inverters | 9 | 33.78 |
| multi-input cells | 52 | 386.6 |
| well taps | 52 | 65.06 |
| clock buffers | 3 | 41.29 |
| repair buffers | 12 | 117.6 |
| flip-flops and latches | 8 | 160.2 |
## per-layer routing
metal	vias to the layer above	share of wire, %	track usage (%)
met5	-	0	0
met4	0	2.3	1.449
met3	2	2.0	0.6548
met2	6	51	7.011
met1	276	45	5.284
li1	297	-	-
No activity file was given, so power comes from the tool's default toggle rates.
